==> flow/design.v <==
module Lab4B_modified(Clock,reset,
		oneHz);
input  Clock,reset;
output reg oneHz;		
integer count;
always @ (posedge Clock, negedge reset)  
 if (~reset)    
	begin
	count <= 32'd0;
	oneHz <= 1'b0;
	end
else  
	if (count == 25000000)  
	 begin
	  oneHz  <= ~oneHz;    
	  count <= 32'd0;	 
	 end
	else  
	 begin
	 oneHz <= oneHz;  	  
	 count <= count + 1'd1;
	 end
endmodule
module traffic_light_control(
	input CLOCK_50,
	input [0:0]KEY,
	input [0:0]SW,
	output reg[7:7] LEDG,
	output reg[9:0] LEDR,
	output reg[0:6]HEX0,
	output reg[0:6]HEX1,
	output reg[0:6]HEX2,
	output reg[0:6]HEX3);
	reg[3:0] Hex0_value, Hex1_value;
	reg[2:0] state, next_state;
	reg[5:0] delay_counter;		
	parameter S0 = 3'b000,S1 = 3'b001, S2 = 3'b010, S3 = 3'b011, S4 = 3'b100;  
	Lab4B_modified oneHzClock (CLOCK_50,KEY[0:0],clock_oneHz);
always@ (posedge clock_oneHz, negedge KEY[0:0])
begin
 if(~KEY[0:0])
	state <= S0;
 else
	state <= next_state;
end	
always @ (posedge clock_oneHz or negedge KEY[0:0])
begin
if(!KEY)	
	delay_counter <= 6'b101000;
else
	if(state == S0)
		delay_counter <= 6'b000000;
	else if(state == S1)
		delay_counter <= delay_counter + 6'b000001;
	else if(state == S2)
		delay_counter <= delay_counter + 6'b000001;
	else if(state == S3)
		delay_counter <= delay_counter;
	else if(state == S4)
		delay_counter <= delay_counter + 6'b000001;
	else
		delay_counter <= 6'b000000;
end	
always@ (state)
  case(state)
		S0: if(SW[0])			 
				next_state = S1;
			else				 
				next_state = S0;
		S1: 
			if(delay_counter == 6'b001010)  
				next_state = S2;
			else
				next_state = S1;
		S2:	
			if(delay_counter == 6'b011111)  
				next_state = S3;
			else
				next_state = S2;
		S3: 
			if(SW[0:0])
				next_state = S3;
			else
				next_state = S4;
		S4:	
			if(delay_counter == 6'b101010)  
				next_state = S0;
			else
				next_state = S4;
		default : next_state = 3'bxxx;
	endcase
always@ (state) 
begin								 
			 LEDR[9:0] = 10'd0;		 
			case (state)						
			 S0:	LEDR[9:0] = 10'b0010000100;
			 S1:    LEDR[9:0] = 10'b0100000100;
			 S2:	LEDR[9:0] = 10'b1000000100;
			 S3:	LEDR[9:0] = 10'b1000000001;
			 S4:	LEDR[9:0] = 10'b1000000010;
			 default : LEDR[9:0] = 10'b0000000000;
			 endcase
end
always@(delay_counter, state)
begin 
	case(state)
	 S0: begin HEX3[0:6] = 7'b1001000;
		 HEX2[0:6] = 7'b1111010;
		 HEX1[0:6] = 7'b0100000;
		 HEX0[0:6] = 7'b0000001;
		 end
	 S1: begin HEX3[0:6] = 7'b0000000;
		 HEX2[0:6] = 7'b0000000;
		 case(delay_counter)
		 6'b000000 : begin HEX1[0:6] = 7'b1001111; 
					 HEX0[0:6] = 7'b0000001; end
		 6'b000001 : begin HEX1[0:6] = 7'b0000001; 
					 HEX0[0:6] = 7'b0001100; end
		 6'b000010 : begin HEX1[0:6] = 7'b0000001;
					 HEX0[0:6] = 7'b0000000; end
		 6'b000011 : begin HEX1[0:6] = 7'b0000001;
					 HEX0[0:6] = 7'b0001111; end
		 6'b000100 : begin HEX1[0:6] = 7'b0000001;
					 HEX0[0:6] = 7'b0100000; end	 
		 6'b000101 : begin HEX1[0:6] = 7'b0000001;
					 HEX0[0:6] = 7'b0100100; end
		 6'b000110 : begin HEX1[0:6] = 7'b0000001;
					 HEX0[0:6] = 7'b1001100; end
		 6'b000111 : begin HEX1[0:6] = 7'b0000001;
					 HEX0[0:6] = 7'b0000110; end		
		 6'b001000 : begin HEX1[0:6] = 7'b0000001;
					 HEX0[0:6] = 7'b0010010; end
		 6'b001001 : begin HEX1[0:6] = 7'b0000001;
					 HEX0[0:6] = 7'b1001111; end	 
		 6'b001010 : begin HEX1[0:6] = 7'b0000001;
				     HEX0[0:6] = 7'b0000001; end
		 endcase
		 end
	S2: begin HEX3[0:6] = 7'b0000000;
		 HEX2[0:6] = 7'b0000000; 
		case(delay_counter)
		 6'b001011 : begin 
					 HEX0[0:6] = 7'b0011000; 	
					 HEX1[0:6] = 7'b0000001; 
					 HEX2[0:6] = 7'b1110000;
					 HEX3[0:6] = 7'b0100100;
					 end
		 6'b001100 : begin 
					 HEX0[0:6] = 7'b1111111; 	
					 HEX1[0:6] = 7'b1111111; 
					 HEX2[0:6] = 7'b1111111;
					 HEX3[0:6] = 7'b1111111;
					 end
		 6'b001101:   begin 
					 HEX0[0:6] = 7'b0011000; 	
					 HEX1[0:6] = 7'b0000001; 
					 HEX2[0:6] = 7'b1110000;
					 HEX3[0:6] = 7'b0100100;
					 end
		 6'b001110 :  begin 
					 HEX0[0:6] = 7'b1111111; 	
					 HEX1[0:6] = 7'b1111111; 
					 HEX2[0:6] = 7'b1111111;
					 HEX3[0:6] = 7'b1111111;
					 end	 
		 6'b001111 : begin 
					 HEX0[0:6] = 7'b0011000; 	
					 HEX1[0:6] = 7'b0000001; 
					 HEX2[0:6] = 7'b1110000;
					 HEX3[0:6] = 7'b0100100;
					 end
		 6'b010000 : begin HEX1[0:6] = 7'b1001111;
					 HEX0[0:6] = 7'b0100100; end
		 6'b010001 : begin HEX1[0:6] = 7'b1001111;
					 HEX0[0:6] = 7'b1001100; end		
		 6'b010010 : begin HEX1[0:6] = 7'b1001111;
					 HEX0[0:6] = 7'b0000110; end
		 6'b010011 : begin HEX1[0:6] = 7'b1001111;
					 HEX0[0:6] = 7'b0010010; end	  
		 6'b010100 : begin HEX1[0:6] = 7'b1001111;
					 HEX0[0:6] = 7'b1001111; end
		 6'b010101 : begin HEX1[0:6] = 7'b1001111; 
					 HEX0[0:6] = 7'b0000001; end
		 6'b010110 : begin HEX1[0:6] = 7'b0000001;
					 HEX0[0:6] = 7'b0001100; end
		 6'b010111 : begin HEX1[0:6] = 7'b0000001;
					 HEX0[0:6] = 7'b0000000; end
		 6'b011000 : begin HEX1[0:6] = 7'b0000001;
					 HEX0[0:6] = 7'b0001111; end	
		 6'b011001 : begin HEX1[0:6] = 7'b0000001;
					 HEX0[0:6] = 7'b0100000; end
		 6'b011010 : begin HEX1[0:6] = 7'b0000001;
					 HEX0[0:6] = 7'b0100100; end
		 6'b011011:  begin HEX1[0:6]  = 7'b0000001;
					 HEX0[0:6] = 7'b1001100; end	 	
		 6'b011100 : begin HEX1[0:6] = 7'b0000001;
					 HEX0[0:6] = 7'b0000110; end
		 6'b011101 : begin HEX1[0:6] = 7'b0000001;
					 HEX0[0:6] = 7'b0010010; end	 
		 6'b011110 : begin HEX1[0:6] = 7'b0000001;
					 HEX0[0:6] = 7'b1001111; end	
		 6'b011111 : begin HEX1[0:6] = 7'b0000001;
					 HEX0[0:6] = 7'b0000001; end			 		 
		endcase
		end
	S3:  begin HEX3[0:6] = 7'b0110001;
		 HEX2[0:6] = 7'b1111010;
		 HEX1[0:6] = 7'b0100000;
		 HEX0[0:6] = 7'b0000001;
		 end
	S4 : begin HEX3[0:6] = 7'b0000000;
		 HEX2[0:6] = 7'b0000000;
		 case(delay_counter)
		 6'b100000 : begin HEX1[0:6] = 7'b1001111; 
					 HEX0[0:6] = 7'b0000001; end
		 6'b100001 : begin HEX1[0:6] = 7'b0000001; 
					 HEX0[0:6] = 7'b0001100; end
		 6'b100010 : begin HEX1[0:6] = 7'b0000001;
					 HEX0[0:6] = 7'b0000000; end
		 6'b100011 : begin HEX1[0:6] = 7'b0000001;
					 HEX0[0:6] = 7'b0001111; end
		 6'b100100 : begin HEX1[0:6] = 7'b0000001;
					 HEX0[0:6] = 7'b0100000; end	 
		 6'b100101 : begin HEX1[0:6] = 7'b0000001;
					 HEX0[0:6] = 7'b0100100; end
		 6'b100110 : begin HEX1[0:6] = 7'b0000001;
					 HEX0[0:6] = 7'b1001100; end
		 6'b100111 : begin HEX1[0:6] = 7'b0000001;
					 HEX0[0:6] = 7'b0000110; end		
		 6'b101000 : begin HEX1[0:6] = 7'b0000001;
					 HEX0[0:6] = 7'b0010010; end
		 6'b101001 : begin HEX1[0:6] = 7'b0000001;
					 HEX0[0:6] = 7'b1001111; end	 
		 6'b101010 : begin HEX1[0:6] = 7'b0000001;
				     HEX0[0:6] = 7'b0000001; end
		 endcase
		 end
	endcase	
end	
endmodule
==> flow/run.sh <==
#!/bin/bash
# OpenROAD 26Q1-2900-gdf79404cd8, Yosys 0.63+post, stock flow scripts
make -C /OpenROAD-flow-scripts/flow DESIGN_CONFIG=/design/flow/config.mk WORK_HOME=/design/flow/orfs finish
==> flow/config.mk <==
export PLATFORM = sky130hd
export DESIGN_NAME = traffic_light_control
export DESIGN_NICKNAME = traffic_light_control
export VERILOG_FILES = /design/flow/design.v
export SDC_FILE = /design/flow/constraint.sdc
export NUM_CORES = 4
export LEC_CHECK = 1
export CORE_UTILIZATION = 30
==> flow/constraint.sdc <==
current_design traffic_light_control

set clk_period 6.4
set clk_io_pct 0.2

create_clock -name clk0 -period $clk_period [get_ports {CLOCK_50}]

set non_clock_inputs [all_inputs -no_clocks]
set_input_delay [expr $clk_period * $clk_io_pct] -clock clk0 $non_clock_inputs
set_output_delay [expr $clk_period * $clk_io_pct] -clock clk0 [all_outputs]
==> qor.csv <==
stage,metric,value,unit
run_status,status,finished clean,
route,drt pass-1 iters,5,
worst_setup_path,CP max FO,11,
synthesis,# Cells Yosys,412,
synthesis,syn_area_per_cell,8.443,µm²
worst_setup_path,slowest CP cell,or3_1,
flow_run,MaxCap Viol Count,0,
final_timing,endpoints left unconstrained,64,
synthesis,Post-synth ARST share,0.6984,
route,initial DRC count,112,
worst_setup_path,R2R Path Start,oneHzClock.count[11]$_DFF_PN0_,
synthesis,"EDFF count, synth",0,
synthesis,Mapped Cells,412,
floorplanning,Core ar.,11080,µm²
synthesis,"Primary FF master, synth",dfrtp_1,
route,Routed Antenna Nets,0,
final_timing,RSZ-0062 raised after global routing,false,
route,Avg Vias per Cell,5.262,
route,final wirelength,7.558,mm
clocking,Hold Buf Count CTS,0,
worst_setup_path,Setup CP Type,reg2reg,
power_and_ir_drop,internal power,0.3527,mW
route,mean routed wirelength per cell,13.45,µm
power_and_ir_drop,Psw,0.08594,mW
worst_setup_path,Worst EP required,6.61,ns
placed_design,HPWL Detailed,5.428,mm
final_timing,TNS Setup,0,ns
flow_run,total tool warning count,29,
final_timing,Fmax,492.2,MHz
final_layout,share of cells above drive strength 1,0.05450,
power_and_ir_drop,Comb pwr share,0.016,
power_and_ir_drop,maximum vdd drop,0.0001576,V
worst_setup_path,R2R cell count,5,
global_routing,pin count of the biggest net entering global routing,45,
clocking,CTS Buf Count,5,
final_timing,fin crit period,2.032,ns
global_routing,GRT Residual Overflow,0,
route,antenna diode count,0,
power_and_ir_drop,Sw Ratio,0.1959,
synthesis,distinct lib cells,59,
synthesis,Yosys warnings,4,
final_layout,fin area,3958,µm²
floorplanning,Die ar.,12030,µm²
global_routing,initial antenna violation count,0,
worst_setup_path,Setup crit end kind,register,
global_routing,number of global-route vias before repair,2703,
final_timing,final period utilization,0.3174,
power_and_ir_drop,Clock power frac,0.508,
worst_setup_path,CP startpoint kind,register,
final_layout,fin util,0.3572,
worst_setup_path,Worst path max stage delay,0.50,ns
global_routing,Total GRT Usage,0.1325,
route,# DRC,0,
route,via count,2957,
placed_design,Placed Area,3819,µm²
final_timing,max_slew headroom,0.4132,
clocking,worst-case clock buffer depth,2,
clocking,Latency at later pin,0.27,ns
synthesis,Seq cells post-synth,63,
final_timing,worst slew pin tran,0.8735,ns
placed_design,input/output buffers,36,
min_path,Min-Delay Path Class,reg2reg,
final_timing,Final setup viols,0,
floorplanning,Die X-Extent,109.7,µm
worst_setup_path,Worst Setup SP,oneHzClock.count[11]$_DFF_PN0_,
power_and_ir_drop,static leakage,1.679,nW
clocking,Post-CTS Setup Repair Bufs,0,
placed_design,RePlAce Congestion,0.9672,
final_timing,Final Skew,0.001862,ns
worst_setup_path,CP Cell Sequence,and3_1 -> nand3_1 -> or3_1 -> nor4_1 -> a211o_1,
clocking,post_cts resized,0,
floorplanning,Die Ht,109.7,µm
synthesis,yosys stat chip area,3478,µm²
final_timing,Final Hold Viols,0,
worst_setup_path,reg-to-reg endpoint,oneHzClock.count[26]$_DFF_PN0_,
synthesis,Synth Cell Area,3478,µm²
clocking,Root Buffer,clkbuf_16,
final_layout,Area Growth Syn to Fin,13.78,%
floorplanning,Top Ports,42,
floorplanning,core utilization at floorplan,0.3140,
power_and_ir_drop,PwrDens,110.8,nW/µm²
clocking,H-tree depth,2,
worst_setup_path,crit path to,oneHzClock.count[26]$_DFF_PN0_,
final_timing,Slew Limit Fails,0,
final_timing,count of unclocked register or latch pins,30,
clocking,"Clk pin slew, worst setup/hold paths",0.05,ns
clocking,CTS tree,yes,
power_and_ir_drop,Seq pwr share,0.477,
floorplanning,Row Count,38,
worst_setup_path,CP arrival,2.24,ns
worst_setup_path,internal reg-to-reg setup slack,4.37,ns
global_routing,first-pass GRT wire length,12.70,mm
[logic make-up after synthesis]
logic type               count (synthesis)  synth area share
other                                    1          0.001078
AND-OR/OR-AND                           86            0.1604
XOR/XNOR                                23           0.05792
adder cells (fa/ha/maj)                  6           0.02158
flip-flops                              44            0.3176
multiplexers                             7           0.02050
AND/OR/NAND/NOR                        170            0.2583
latches                                 19           0.08201
buffers and inverters                   56           0.08058
[power groups by stage]
stage / registers (mW) / logic (mW) / clock network [mW]
CTS: 0.209 / 0.00733 / 0.229
global route: 0.209 / 0.00833 / 0.236
finish: 0.209 / 0.00687 / 0.223
[sequential cells by signal (all words and copies together), names as in the netlist]
signal and count:
oneHzClock.count 32, HEX0 7, delay_counter 6, HEX3 5
state 5, HEX1 4, HEX2 3, oneHzClock.oneHz 1
[area by class of cell]
| cell class | instances | area, µm² |
|---|---|---|
| Timing Repair Buffer | 38 | 370.4 |
| Multi-Input combinational cell | 297 | 1823 |
| Clock buffer | 6 | 128.9 |
| Inverter | 16 | 60.06 |
| Fill cell | 1099 | 7121 |
| Sequential cell | 63 | 1390 |
| Tap cell | 140 | 175.2 |
| Clock inverter | 2 | 10.01 |
[critical path, delay by kind of cell, from the launching register on]
family           cells  cell delay, ns
AND/OR/NAND/NOR      4            1.44
flip-flops           1            0.40
AND-OR/OR-AND        1            0.12
[how the worst min path moves through the flow]
stage / startpoint / end / slack (ns) / depth (start not counted)
finish: oneHzClock.count[31]$_DFF_PN0_ / oneHzClock.count[31]$_DFF_PN0_ / 0.48 / 1
global route: oneHzClock.count[31]$_DFF_PN0_ / oneHzClock.count[31]$_DFF_PN0_ / 0.49 / 1
CTS: oneHzClock.count[31]$_DFF_PN0_ / oneHzClock.count[31]$_DFF_PN0_ / 0.48 / 1
[layout by cell type (no fill, tap or decap), drive strengths merged, types with 7 or more instances in the layout]
master,instances
dfrtp,41
inv,16
nand3,21
o21ai,24
xor2,9
nor2,43
dlxtn,19
nand4,14
nor4,7
nor3,8
a22o,7
clkdlybuf4s50,35
a21oi,20
nand2,36
xnor2,14
nor2b,10
[per-stage QoR]
step | total power, mW | hold WS (ns) | instances | worst slack (ns)
after floorplan | 0.2148 | 0.4434 | 416 | 4.514
after global placement | 0.2200 | 0.4586 | 554 | 4.439
after detailed placement | 0.2198 | 0.4699 | 554 | 4.393
after CTS | 0.4453 | 0.4784 | 562 | 4.375
after global routing | 0.4531 | 0.4929 | 562 | 4.196
final | 0.4386 | 0.4754 | 562 | 4.368
[Yosys cell counts (9+ instances only)]
| master | instances | area share |
|---|---|---|
| a21oi_1 | 20 | 0.029 |
| buf_4 | 14 | 0.030 |
| clkbuf_1 | 17 | 0.018 |
| dfrtp_1 | 41 | 0.29 |
| dlxtn_1 | 19 | 0.082 |
| inv_1 | 16 | 0.017 |
| nand2_1 | 35 | 0.038 |
| nand3_1 | 21 | 0.030 |
| nand4_1 | 14 | 0.025 |
| nor2_1 | 42 | 0.045 |
| nor2b_1 | 10 | 0.018 |
| o21ai_0 | 24 | 0.035 |
| xnor2_1 | 14 | 0.035 |
| xor2_1 | 9 | 0.023 |
[layer usage]
| layer | vias up | global-route usage | part of all wire |
|---|---|---|---|
| met1 | 1384 | 0.1954 | 0.48 |
| met3 | 14 | 0.01390 | 0.055 |
| met4 | 0 | 0.01905 | 0.017 |
| met2 | 114 | 0.2188 | 0.45 |
| li1 | 1445 | - | - |
| met5 | - | 0 | 0 |
Power and IR drop assume default switching activity.
