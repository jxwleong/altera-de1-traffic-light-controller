### design/flow/design.v
module Lab4B_modified(Clock,reset,
		oneHz);
input  Clock,reset;
output reg oneHz;		
integer count;
always @ (posedge Clock, negedge reset)  
 if (~reset)    
	begin
	count <= 32'd0;
	oneHz <= 1'b0;
	end
else  
	if (count == 25000000)  
	 begin
	  oneHz  <= ~oneHz;    
	  count <= 32'd0;	 
	 end
	else  
	 begin
	 oneHz <= oneHz;  	  
	 count <= count + 1'd1;
	 end
endmodule
module four_bits_7_seg_dec(CLOCK_50,KEY,Hex3,Hex2,Hex1,Hex0,state);
	output reg [0:6] Hex3, Hex2, Hex1, Hex0;
	input  [2:0]state;
	input  CLOCK_50;
	input  [0:0] KEY;
	Lab4B_modified oneHzClock (CLOCK_50,KEY,clock_oneHz);
	always@(posedge clock_oneHz, negedge KEY)
		if (~KEY)    
		begin
		Hex3 = 7'b1111111;
		Hex2 = 7'b1111111;
		Hex1 = 7'b1111111;
		Hex0 = 7'b1111111;
		end
		else  
	case(state)
		3'b000 : 
			begin
			Hex3 = 7'b0001001;
			Hex2 = 7'b0101111;
			Hex1 = 7'b0000010;
			Hex0 = 7'b1000000;
			end
		3'b011 :
			begin
			Hex3 = 7'b1000110;
			Hex2 = 7'b0101111;
			Hex1 = 7'b0000010;
			Hex0 = 7'b1000000;
			end
		3'b010:	
			begin
			Hex3 = 7'b0010010;
			Hex2 = 7'b0000111;
			Hex1 = 7'b1000000;
			Hex0 = 7'b0001100;
			end
		default:
			begin
			Hex3 = 7'bxxxxxxx;
			Hex2 = 7'bxxxxxxx;
			Hex1 = 7'bxxxxxxx;
			Hex0 = 7'bxxxxxxx;
			end
		endcase
endmodule
### design/flow/run.sh
#!/bin/bash
# OpenROAD 26Q1-2900-gdf79404cd8, Yosys 0.63+post, stock flow scripts
make -C /OpenROAD-flow-scripts/flow DESIGN_CONFIG=/design/flow/config.mk WORK_HOME=/design/flow/orfs finish
### design/flow/config.mk
export PLATFORM = sky130hd
export DESIGN_NAME = four_bits_7_seg_dec
export DESIGN_NICKNAME = four_bits_7_seg_dec
export VERILOG_FILES = /design/flow/design.v
export SDC_FILE = /design/flow/constraint.sdc
export NUM_CORES = 4
export LEC_CHECK = 1
export CORE_UTILIZATION = 30
### design/flow/constraint.sdc
current_design four_bits_7_seg_dec

set clk_period 5.3
set clk_io_pct 0.2

create_clock -name clk0 -period $clk_period [get_ports {CLOCK_50}]

set non_clock_inputs [all_inputs -no_clocks]
set_input_delay [expr $clk_period * $clk_io_pct] -clock clk0 $non_clock_inputs
set_output_delay [expr $clk_period * $clk_io_pct] -clock clk0 [all_outputs]
==> results.toml <==
# physical design summary
[grt]
grt_max_degree = 40
grt_pass1_vias = 1256
met3_usage_pct = 2.72
met2_usage_pct = 16.3
busiest_layer = "met1"
overflow = 0
antenna_found_initial = 0
met1_usage_pct = 17.6
grt_pass1_wl_um = 6040
grtUsageTotal_pct = 11.0

[timing]
rsz0062_at_grt = "false"
unclocked_regs = 6
skew_ns = 0.00238
finalHoldWorstSlack_ns = 0.472
layout_setup_ws_ns = 3.18
min_period_over_period_pct = 40.0
slew_violations = 0
untimed_endpoints = 30
fmax_ghz = 0.472
slew_headroom_pct = 61.4
final_hold_viol_count = 0
fin_crit_ns = 2.12
setup_viol = 0
worst_pin_slew_ns = 0.578
setup_total_negative_slack_ns = 0

[floorplan]
dieWidth_um = 83.3
fp_util_pct = 31.3
core_um2 = 6350
chipArea_um2 = 6940
rows = 29
die_h_um = 83.3
io_pins = 33

[synthesis]
synth_flops = 39
seq_area_frac_synth_pct = 49.6
ys_cells = 193
syn_inst = 193
edf_count = 0
yosys.cell_types.count = 33
ys_warn_count = 3
syn_area_um2 = 1980
ys_async_sr_fraction_pct = 100
syn_avg_cell_area_um2 = 10.3
ff_type = "dfrtp_1"
ys_area_um2 = 1980

[clock_tree]
cts_buffers = 5
ctsHtreeMaxLevel = 2
post_cts_buffers = 0
clk-insertion-delay-late_ns = 0.28
cts_tree = "yes"
cts.clk_slew.worst_paths_ns = 0.06
clockBufferDepth = 2
holdBufCountCts = 0
root_buffer = "clkbuf_8"
cts-resized-gates = 0

[hold_path]
hold_path.class = "flop to flop"

[setup_path]
required_ns = 5.44
worst_setup_path_end_kind = "flop"
worstSetupStartpointType = "flop"
crit_arrival_ns = 2.25
cp.buffers_inverters = 0
path_max_fanout = 13
worstSetupPathType = "flop to flop"
slowest_delay_ns = 0.48
crit_chain = "nor4b_1 > nand4_1 > or3_1 > nor2_2 > xor2_1"
crit_family = "simple AND/OR/NAND/NOR gates"
cp_slowest_cell = "nor2_2"

[power_and_ir_drop]
p_comb_share_pct = 2.2
p_int_mw = 0.359
p_sw_share_pct = 20.2
p_seq_share_pct = 56.2
p_clk_share_pct = 41.6
switching_power_mw = 0.0907
power_density_nw_per_um2 = 196
p_leak_nw = 1.02
p_total_mw = 0.449
ir_drop_mv = 0.121

[final_layout]
lay_top_cells = "dfrtp_1, clkdlybuf4s50_1, nor2_1, xor2_1, nand3_1"
fin_util_pct = 36.1
fin_area_um2 = 2290
final_layout_size_suffix_gt1_share_pct = 11.5
fin_cells = 286
layout_top_cell = "dfrtp_1"
fillers = 603
area_growth_pct = 15.6

[drt]
num_vias = 1323
n_antenna_cell = 0
antenna_left = 0
wl_per_cell_um = 11.7
drtIter0Drc = 118
wirelength_um = 3360
drc_errors = 0
via_per_inst = 4.63
dr.pass1.iters = 4

[status]
outcome = "complete, no violations"

[flow_run]
warnings = 26
maxCapViolCount = 0

[placed_design]
place.gp.congestion = 0.845
pre_cts_ws_ns = 3.19
dpl_cell_area_um2 = 2210
io_buffers = 29
dp_cells = 279
place_hpwl_um = 2410
==> state kept, by name, summed over array words and instances (netlist names) <==
register	flops
oneHzClock.count	32
Hex3	3
oneHzClock.oneHz	1
Hex1	1
Hex0	2
==> cell type report <==
type / count / area [um^2] / share of cell area, %
Sequential cell: 39 / 983 / 42.9
Multi-Input combinational cell: 125 / 806 / 35.1
Timing Repair Buffer: 30 / 293 / 12.8
Tap cell: 77 / 96.3 / 4.20
Clock buffer: 7 / 86.3 / 3.76
Inverter: 8 / 30.0 / 1.31
==> per-layer routing <==
metal	wire [um]	part of all wire [%]	vias to the layer above
li1	-	-	656
met1	1690	50	621
met2	1440	43	42
met3	203	6.0	4
met4	21	0.63	0
met5	0	0	-
==> synth_stat cells (all sizes together), types with 2 or more instances <==
library cell / count / area, um^2
nor2: 23 / 101
nand2: 10 / 40.0
nor2b: 2 / 12.5
ha: 2 / 25.0
nor4: 3 / 18.8
nand4: 8 / 71.3
conb: 2 / 7.51
nor4b: 2 / 17.5
dfstp: 6 / 158
a21oi: 3 / 15.0
inv: 8 / 30.0
nand3: 16 / 80.1
buf: 23 / 173
dfrtp: 33 / 826
and3: 6 / 37.5
xor2: 18 / 158
or3: 3 / 18.8
xnor2: 9 / 78.8
o21ai: 4 / 20.0
nor3: 6 / 46.3
==> worst register-to-register path, cell delays in order (launching register included) <==
cell and delay, ns:
dfrtp_1 0.46, nor4b_1 0.40, nand4_1 0.13, or3_1 0.38, nor2_2 0.48, xor2_1 0.12
==> cells by family (layout without fill, tap and decap cells) <==
logic type | Yosys count | after routing | synth area share (%)
AND-OR/OR-AND | 8 | 8 | 2.14
adder cells (fa/ha/maj) | 2 | 2 | 1.26
other | 2 | 4 | 0.378
XOR/XNOR | 27 | 27 | 11.9
flip-flops | 39 | 39 | 49.6
buffers and inverters | 31 | 45 | 10.2
AND/OR/NAND/NOR | 84 | 84 | 24.5
==> path summary, 6_finish.rpt <==
path | startpoint | slack, ns | end | depth (start not counted)
hold reg to reg | oneHzClock.count[31]$_DFF_PN0_ | 0.47 | oneHzClock.count[31]$_DFF_PN0_ | 1
hold / removal | oneHzClock.count[31]$_DFF_PN0_ | 0.47 | oneHzClock.count[31]$_DFF_PN0_ | 1
setup reg to reg | oneHzClock.count[4]$_DFF_PN0_ | 3.18 | oneHzClock.oneHz$_DFFE_PN0N_ | 5
max in group asynchronous | KEY[0] | 4.14 | oneHzClock.count[26]$_DFF_PN0_ | 2
setup / recovery | oneHzClock.count[4]$_DFF_PN0_ | 3.18 | oneHzClock.oneHz$_DFFE_PN0N_ | 5
min in group asynchronous | KEY[0] | 0.83 | oneHzClock.count[11]$_DFF_PN0_ | 2
==> power groups by stage <==
stage | clock, mW | sequential [mW] | combinational (mW)
5_1_grt | 0.203 | 0.252 | 0.0122
4_1_cts | 0.192 | 0.253 | 0.0107
6_report | 0.187 | 0.253 | 0.00997
Power figures rest on the tool's default switching activity, not on a simulated workload.
