==> design.v <==
module BCD_decoder_modified(Count,							 
		 Output);
	input [3:0] Count;
	integer i; 
	output reg[0:6]Output;	
always @ (Count)				
	case (Count)
	4'b0000 : Output[0:6] = 7'b0000001;   
	4'b0001 : Output[0:6] = 7'b1001111;	  
	4'b0010 : Output[0:6] = 7'b0010010;	  
	4'b0011 : Output[0:6] = 7'b0000110;	  
	4'b0100 : Output[0:6] = 7'b1001100;   
	4'b0101 : Output[0:6] = 7'b0100100;   
	4'b0110 : Output[0:6] = 7'b0100000;   
	4'b0111 : Output[0:6] = 7'b0001111;   
	4'b1000 : Output[0:6] = 7'b0000000;   
	4'b1001 : Output[0:6] = 7'b0001100;   
	endcase
endmodule
module Lab4B_modified(Clock,reset,
		oneHz);
input  Clock,reset;
output reg oneHz;		
integer count;
always @ (posedge Clock, negedge reset)  
 if (~reset)    
	begin
	count <= 32'd0;
	oneHz <= 1'b0;
	end
else  
	if (count == 25000000)  
	 begin
	  oneHz  <= ~oneHz;    
	  count <= 32'd0;	 
	 end
	else  
	 begin
	 oneHz <= oneHz;  	  
	 count <= count + 1'd1;
	 end
endmodule
module two_bit_down(
		  CLOCK_50, 				 
		  KEY,				 
		  SW,	
		  Hex0_value,
		  Hex1_value,
		  Hex0,
	      Hex1
	      );
		input CLOCK_50;				 
		input  [0:0] KEY;				 
		input  [9:9] SW;	
	    input  [3:0] Hex0_value,Hex1_value;
		output [0:6] Hex0;
		output [0:6] Hex1;
		reg [2:0] state;
		reg [3:0] counter;            
		reg [3:0] counter2;			 
		reg [3:0] cycles;
		wire clock_oneHz;
		Lab4B_modified oneHzClock (CLOCK_50,KEY,clock_oneHz);
		BCD_decoder_modified seven_seg1 (counter,Hex0);
		BCD_decoder_modified seven_seg2 (counter2,Hex1);
always@(posedge clock_oneHz, negedge KEY)
		if (~KEY)    
		begin
		counter <= 4'd0;
		counter2 <= 4'd0;
		end
		else  
		 if(counter == 4'd0)			 
			if(counter2 == 4'd0)
		    begin
			counter <= Hex0_value;
		    counter2 <= Hex1_value;
		    end
			else
			begin
			counter2 <= counter2 - 1'd1;
			counter <= counter;
			end
		 else
		 begin
		 counter <= counter - 1'd1;
		 counter2 <= counter2; 
		 end
endmodule
==> run.sh <==
#!/bin/bash
# OpenROAD 26Q1-2900-gdf79404cd8, Yosys 0.63+post, stock flow scripts
make -C /OpenROAD-flow-scripts/flow DESIGN_CONFIG=/design/flow/config.mk WORK_HOME=/design/flow/orfs finish
==> config.mk <==
export PLATFORM = sky130hd
export DESIGN_NAME = two_bit_down
export DESIGN_NICKNAME = two_bit_down
export VERILOG_FILES = /design/flow/design.v
export SDC_FILE = /design/flow/constraint.sdc
export NUM_CORES = 4
export LEC_CHECK = 1
export CORE_UTILIZATION = 40
==> constraint.sdc <==
current_design two_bit_down

set clk_period 7.2
set clk_io_pct 0.2

create_clock -name clk0 -period $clk_period [get_ports {CLOCK_50}]

set non_clock_inputs [all_inputs -no_clocks]
set_input_delay [expr $clk_period * $clk_io_pct] -clock clk0 $non_clock_inputs
set_output_delay [expr $clk_period * $clk_io_pct] -clock clk0 [all_outputs]
==> results.cfg <==
; physical design summary
[status]
outcome = finished, final reports clean

[run]
tool_warnings = 35
max_cap_violations = 0

[sta]
rsz0062_at_grt = false
fmax_mhz = 498
hold_violations = 0
unclocked_pins = 22
untimed_endpoints = 36
tightestPinTransition_ps = 835
post-route-period-util_pct = 27.9
setup_viol = 0
fin_setup_tns_ps = 0
fin_skew_ps = 3.37
max-slew-margin-rel_pct = 43.6
drv_slew = 0
fin_crit_ps = 2010

[grt]
antenna_found_initial = 0
grt_pass1_vias = 1679
grt-ovfl-total = 0
track_usage_pct = 15.1
grt_max_degree = 42
grt_pass1_wl_mm = 7.85

[cts]
cts_tree = yes
clk_pin_slew_ps = 60
cts_root_buffer = clkbuf_8
clk_latency_ps = 280
clockBufferDepth = 2
numCtsBuffers = 5
post_cts_buffers = 0
postCtsHoldBufs = 0
cts_resized = 0
cts_max_level = 2

[routing]
wl_per_cell_um = 12.2
ant_nets = 0
dr.max_layer_used = met4
diodes = 0
num_vias = 1926
drtPass1Iterations = 4
wl_met3_um = 131
drc = 0
wl_met2_mm = 2.07
drtIter0Drc = 46
viasPerCell = 5.16
finalWirelength_mm = 4.56
wl_met1_mm = 2.32

[synthesis]
synthFlopType = dfrtp_1
synth-warning-count = 3
yosysCellCount = 273
synth_area_um2 = 2600
top_logic_kind = simple AND/OR/NAND/NOR gates
ys_sh_adder_pct = 5.76
synth.distinct_cells = 45
top_area_cell = dfrtp_1
numSynthFlops = 55
synthMuxAreaShare_pct = 1.34
synth-edff-count = 0
synth_top_cell_by_count = dfrtp_1
top_cells_by_count = 41 x dfrtp_1, 39 x nor2_1, 21 x xnor2_1, 18 x nand2_1, 14 x dlxtn_1
async_flop_share_pct = 74.5
avgSynthCellArea_um2 = 9.54
netlist_instances = 273
topCellsByArea = dfrtp_1 39%, dlxtn_1 8.1%, xnor2_1 7.1%, ha_1 5.8%, nor2_1 5.6%
ys_sh_simple_pct = 23.1
synth-xor-area-share_pct = 8.41
yosysTopAreaCellShare_pct = 39.4
yosys_area_um2 = 2600
aoi_share_pct = 10.8

[floorplan]
io_pins = 25
rows = 29
die_w_um = 82.7
fp.coreArea_um2 = 6310
die_area_um2 = 6840
fp.dieH_um = 82.7
fp_util_pct = 41.3

[setup_path]
worst-path-stages = 6
required_ps = 7370
critical_path_class = register to register
path_cells = ha_1 > and2_1 > nand4_1 > nor2_2 > o21bai_1 > a22o_1
ff2ff_path_depth = 6
cp-start-kind = register
arrival_ps = 2180
critPathMaxStageDelay_ps = 440
cp_num_buf_inv = 0
slowest_stage = dfrtp_1
critPathCaptureType = register
cp_max_fo = 8
critPathTopFamily = simple AND/OR/NAND/NOR gates

[power]
p_leak_nw = 1.34
vdd_drop_max_v = 0.000112
p_per_area_nw_per_um2 = 111

[place]
gp_congestion = 0.779
hpwl_mm = 3.17
port_buffers = 23
placed_cells = 366

[finish]
drive_gt1_share_pct = 6.76
seq_area_um2 = 1240
logic_area_um2 = 1290
fillers = 603
final_cells = 373
finish.utilization_pct = 47.4
syn2layout_area_growth_pct = 14.8

[hold_path]
worstHoldPathType = register to register
holdPathStages = 1
==> report_power, final <==
group          switching (W)   total (W)  internal, W
clock network      0.0000609    0.000137    0.0000757
logic             0.00000541  0.00000979   0.00000439
registers                  0    0.000185     0.000185
total              0.0000663    0.000332     0.000266
==> through the flow <==
stage          hold WS [ps]  setup WS, ps  cell area (um^2)  power, W
2_1_floorplan           439          5540              2610  0.000189
3_3_place_gp            453          5210              2910  0.000199
3_5_place_dp            467          5200              2910  0.000199
4_1_cts                 475          5170              2990  0.000338
5_1_grt                 500          5040              2990  0.000346
6_report                475          5190              2990  0.000332
==> per-layer routing <==
layer / vias up / track usage [%]
met3: 4 / 1.78
met4: 0 / 1.55
met5: - / 0
met2: 24 / 24.3
met1: 906 / 23.5
li1: 992 / -
==> worst reg2reg max path, cell delays in order, from the launching register on <==
cell and delay, ps:
dfrtp_1 440, ha_1 240, and2_1 180, nand4_1 280, nor2_2 410, o21bai_1 130
a22o_1 230
==> area by class of cell <==
type	instances	share of cell area, %
clock buffers	7	2.89
inverters	12	1.51
multi-input cells	197	43.0
flip-flops and latches	55	41.3
well taps	77	3.22
repair buffers	25	8.03
==> layout by cell type, fill, tap and decap left out, types with 4 or more instances in the layout <==
cell / n
nand3_1: 11
o21ai_0: 11
and3_1: 4
a21oi_1: 11
dfrtp_1: 41
nand4_1: 6
nor2_1: 39
dlxtn_1: 14
xnor2_1: 21
clkdlybuf4s50_1: 22
nor3_1: 10
clkbuf_8: 6
nor4_1: 4
inv_1: 12
nand2_1: 18
ha_1: 12
xor2_1: 4
and2_1: 4
==> path summary, 6_finish.rpt <==
kind                                                     start                              to  slack, ps
worst min register to register  oneHzClock.count[20]$_DFF_PN0_  oneHzClock.count[20]$_DFF_PN0_        470
worst max register to register   oneHzClock.count[0]$_DFF_PN0_  oneHzClock.count[22]$_DFF_PN0_       5190
max in group asynchronous                               KEY[0]  oneHzClock.count[30]$_DFF_PN0_       5590
min in group asynchronous                               KEY[0]  oneHzClock.count[12]$_DFF_PN0_       1230
worst min-delay path            oneHzClock.count[20]$_DFF_PN0_  oneHzClock.count[20]$_DFF_PN0_        470
worst max-delay path             oneHzClock.count[0]$_DFF_PN0_  oneHzClock.count[22]$_DFF_PN0_       5190
==> cell families (layout without fill, tap and decap cells) <==
group	count (synthesis)	after routing
buffers and inverters	21	44
xor gates and xnor gates	25	25
muxes	3	3
AOI/OAI and AO/OA	43	43
and+or+nand+nor	114	114
adders and majority gates	12	12
DFF	41	41
latches	14	14
==> flip-flops by register name, summed over array words and instances (netlist names) <==
register	flops
counter	4
counter2	4
oneHzClock.count	32
oneHzClock.oneHz	1
seven_seg1.Output	7
seven_seg2.Output	7
Power figures rest on the tool's default switching activity, not on a simulated workload.
